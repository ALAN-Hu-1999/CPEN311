### flow/config.mk
export PLATFORM = sky130hd
export DESIGN_NAME = DAC_control
export DESIGN_NICKNAME = DAC_control
export VERILOG_FILES = /design/flow/design.v
export SDC_FILE = /design/flow/constraint.sdc
export NUM_CORES = 4
export LEC_CHECK = 1
export CORE_UTILIZATION = 30
### flow/constraint.sdc
current_design DAC_control

set clk_period 4.5
set clk_io_pct 0.2

create_clock -name clk0 -period $clk_period [get_ports {clk}]

set non_clock_inputs [all_inputs -no_clocks]
set_input_delay [expr $clk_period * $clk_io_pct] -clock clk0 $non_clock_inputs
set_output_delay [expr $clk_period * $clk_io_pct] -clock clk0 [all_outputs]
### flow/design.v
module DAC_control(
    input clk, start, restart, direction,
    input [31:0] save_audio_data,
    output reg [31:0] address,
    output reg [15:0] audio_out,
    output reg DAC_done, restart_done
);
    logic [1:0] count;
    parameter LAST_ADDR = 32'h7FFFF;
    initial begin
        DAC_done = 1'b0;
        restart_done = 1'b0;
        address = 32'b0;
        count = 2'b0;
    end
    always @(posedge clk or posedge restart) begin
        if(restart) begin 
            address <= 32'b0;
            restart_done <= 1'b1;
        end
        else if(!start) begin 
            audio_out <= 16'b0;
            restart_done <= 1'b0;
        end 
        else begin   
            restart_done = 1'b0;
            if(direction) begin 
                count <= count + 1'b1;
                if(count == 2'b00)      audio_out <= save_audio_data[7:0];
                else if(count == 2'b01) audio_out <= save_audio_data[15:8];
                else if(count == 2'b10) audio_out <= save_audio_data[23:16];
                else begin 
                    audio_out <= save_audio_data[31:24];
                    address <= ((address < 32'b0) | (address > LAST_ADDR)) ? 32'b0 : (address + 32'b1);
                end
            end
            else begin  
                count <= count + 1'b1;
                if(count == 2'b00)      audio_out <= save_audio_data[31:24];
                else if(count == 2'b01) audio_out <= save_audio_data[23:16];
                else if(count == 2'b10) audio_out <= save_audio_data[15:8];
                else begin 
                    audio_out <= save_audio_data[7:0];
                    address <= ((address < 32'b0) | (address > LAST_ADDR)) ? LAST_ADDR : (address - 32'b1);
                end
            end
            DAC_done <= (count == 2'b11) ? 1'b1 : 1'b0;
        end
    end
endmodule
### flow/run.sh
#!/bin/bash
# OpenROAD 26Q1-2900-gdf79404cd8, Yosys 0.63+post, stock flow scripts
make -C /OpenROAD-flow-scripts/flow DESIGN_CONFIG=/design/flow/config.mk WORK_HOME=/design/flow/orfs finish
==> impl_metrics.py <==
# Synthesis and PnR figures
metrics = {
    "synthesis": {
        "async_reset_ff_frac": 0.750,
        "simple_gate_area_frac": 0.267,
        "netlist_logic_family_top": "simple AND/OR/NAND/NOR gates",
        "yosys.stat.seqShare": 0.325,
        "syn_avg_cell_area_um2": 8.22,
        "synth_warnings": 1,
        "synth-compound-area-share": 0.207,
        "synth_top_area_share": 0.225,
        "synth-area-yosys_um2": 3560,
        "ys_cells": 433,
        "ys_sh_mux": 0.110,
        "yosysUniqueCellTypes": 57,
        "edf_count": 11,
        "most_common_cell": "nand2_1",
        "synth_area_leader_cell": "dfrtp_1",
        "yosys_most_used_dff": "dfrtp_1",
        "ys_sh_xor": 0,
        "synth_cells": 433,
        "synth_area_um2": 3560,
        "topCellsByArea": "dfrtp_1 22%, edfxtp_1 9.3%, mux2i_1 5.9%",
        "synth_adder_area_share": 0.0211,
        "common_cells": "52 x nand2_1, 37 x nor2_1, 32 x clkbuf_1, 32 x dfrtp_1, 25 x nor3_1",
        "ys.flops": 44,
    },
    "worst_setup_path": {
        "crit_fanout": 20,
        "arrival_ns": 3.12,
        "worstPathRequired_ns": 4.64,
        "reg2reg_slack_ns": 1.58,
        "critPathKind": "in -> reg",
        "end_kind": "flop",
        "r2r_cells": 5,
        "crit_path_start_kind": "primary input",
    },
    "power": {
        "vdd_drop_max_v": 0.000151,
        "total_power_mw": 1.45,
        "p_per_area_nw_per_um2": 321,
        "leakage_nw": 1.71,
    },
    "cells_and_area": {
        "post-route-cell-area_um2": 4500,
        "finish.utilization": 0.391,
        "final_cells": 627,
        "drive_above_1_share": 0.0599,
        "syn_to_final_growth_pct": 26.5,
        "regArea_um2": 1160,
        "fillCellCount": 1178,
        "comb_area_um2": 2190,
    },
    "clocking": {
        "htreeDepth": 2,
        "clkTransAtPathRegs_ns": 0.06,
        "cts_made_buffers": 5,
        "cts_max_path_buffers": 2,
        "post_cts_resized": 0,
        "cts_setup_buffers": 0,
        "clkSinkCount": 44,
        "cts_tree": "done",
        "clock-root-buffer": "clkbuf_16",
        "cts_hold_buf": 0,
        "worstSkewPairLatency_ns": 0.28,
    },
    "sta": {
        "drv_slew": 0,
        "tightest_slew_ns": 0.820,
        "whs_ns": 0.555,
        "slew_headroom": 0.451,
        "finalHoldViolations": 0,
        "finClkSkew_ns": 0.00505,
        "post-route-period-util": 0.663,
        "rsz0062_at_grt": "no",
        "max_freq_mhz": 335,
        "layout_setup_ws_ns": 1.52,
        "fin_crit_ns": 2.98,
        "finalSetupViolCount": 0,
        "fin_tns_setup_ns": 0,
    },
    "floorplan": {
        "design.core.area_um2": 11500,
        "die_area_um2": 12300,
        "fp_util": 0.309,
        "rows": 39,
        "die_x_um": 111,
        "io_pins": 86,
        "die_y_um": 111,
    },
    "grt": {
        "grt_max_degree": 64,
        "grt.overflow.total": 0,
        "grt.total_usage": 0.180,
        "antenna_found_initial": 0,
        "grt_pass1_wl_um": 17600,
        "grt_pass1_vias": 3448,
    },
    "detailed_routing": {
        "drc_errors": 0,
        "dr.pass1.iters": 22,
        "wl_per_cell_um": 17.1,
        "diodes": 0,
        "drt-initial-drc-count": 283,
        "via_count": 3612,
        "vias_per_cell": 5.76,
        "finalWirelength_um": 10700,
        "postRouteAntennaNets": 0,
    },
    "run_status": {
        "status": "complete, no violations",
    },
    "flow_run": {
        "tool_warnings": 29,
        "drv_cap": 0,
    },
    "min_path": {
        "worstHoldPathCells": 2,
        "hold_path.class": "reg -> reg",
    },
    "placed_design": {
        "io_buffer_count": 77,
        "routabilityCongestion": 0.907,
        "place_ws_ns": 1.22,
        "placed_cells": 620,
        "dpl_cell_area_um2": 4370,
        "hpwl_um": 7460,
    },
}
[sequential cells by signal, indices dropped and copies added (netlist names)]
name,flops
audio_out,8
address,32
restart_done,1
count,2
DAC_done,1
[cell families (layout without fill, tap and decap cells)]
family          after synthesis  in the layout
simple gates                190            190
compound gates              107            107
buf+inv                      56             99
flops                        44             44
mux                          29             29
fa+ha+maj                     6              6
other cells                   1              9
[per-layer routing]
metal / track usage / vias to the layer above / wire, um
li1: - / 1718 / -
met1: 0.272 / 1695 / 4680
met2: 0.283 / 184 / 4880
met3: 0.0229 / 15 / 1020
met4: 0.0347 / 0 / 159
met5: 0 / - / 0
[critical path: stages]
cell             delay [ns]
clkdlybuf4s50_1        0.74
nor3b_2                0.66
buf_4                  0.37
o21ai_0                0.12
a22oi_1                0.22
o21ai_0                0.11
[layout make-up]
class,instances,area share
Timing Repair Buffer,83,0.180
Multi-Input combinational cell,341,0.486
Sequential cell,44,0.257
Clock buffer,7,0.0294
Tap cell,143,0.0397
Inverter,9,0.00750
[report_power, final]
group          total, mW  internal (mW)  switching [mW]
Sequential         0.608          0.468           0.140
Combinational      0.488          0.265           0.223
Clock              0.350          0.203           0.147
Total               1.45          0.937           0.509
[placed cells by master, fill, tap and decap left out, drive strengths merged, types with 4 or more instances in the layout]
cell,n
a211oi,6
a21oi,21
a22oi,4
a31oi,6
and3,6
buf,7
clkbuf,7
clkdlybuf4s50,76
conb,9
dfrtp,32
edfxtp,11
ha,6
inv,9
mux2i,21
mux4,8
nand2,52
nand3,13
nand4,16
nor2,37
nor3,25
nor4,15
o211a,8
o21ai,24
o31ai,4
or3,9
or4,7
[final timing paths]
kind,from,end
max reg2reg,address[24],address[8]
min in group asynchronous,restart,address[5]
min reg2reg,address[31],address[31]
min,address[31],address[31]
max,start,address[12]
max in group asynchronous,restart,restart_done
Power figures rest on the tool's default switching activity, not on a simulated workload.
