===== design.v =====
module tone_SW_sel(input [3:0] SW, 
		   output reg [31:0] clk_count,
		   output reg [23:0] ChA, ChB,
		   output reg [15:0] HEX);
parameter character_0 =8'h30;
parameter character_1 =8'h31;
parameter character_2 =8'h32;
parameter character_3 =8'h33;
parameter character_4 =8'h34;
parameter character_5 =8'h35;
parameter character_6 =8'h36;
parameter character_7 =8'h37;
parameter character_8 =8'h38;
parameter character_9 =8'h39;
parameter character_A =8'h41;
parameter character_B =8'h42;
parameter character_C =8'h43;
parameter character_D =8'h44;
parameter character_E =8'h45;
parameter character_F =8'h46;
parameter character_G =8'h47;
parameter character_H =8'h48;
parameter character_I =8'h49;
parameter character_J =8'h4A;
parameter character_K =8'h4B;
parameter character_L =8'h4C;
parameter character_M =8'h4D;
parameter character_N =8'h4E;
parameter character_O =8'h4F;
parameter character_P =8'h50;
parameter character_Q =8'h51;
parameter character_R =8'h52;
parameter character_S =8'h53;
parameter character_T =8'h54;
parameter character_U =8'h55;
parameter character_V =8'h56;
parameter character_W =8'h57;
parameter character_X =8'h58;
parameter character_Y =8'h59;
parameter character_Z =8'h5A;
parameter character_lowercase_a= 8'h61;
parameter character_lowercase_b= 8'h62;
parameter character_lowercase_c= 8'h63;
parameter character_lowercase_d= 8'h64;
parameter character_lowercase_e= 8'h65;
parameter character_lowercase_f= 8'h66;
parameter character_lowercase_g= 8'h67;
parameter character_lowercase_h= 8'h68;
parameter character_lowercase_i= 8'h69;
parameter character_lowercase_j= 8'h6A;
parameter character_lowercase_k= 8'h6B;
parameter character_lowercase_l= 8'h6C;
parameter character_lowercase_m= 8'h6D;
parameter character_lowercase_n= 8'h6E;
parameter character_lowercase_o= 8'h6F;
parameter character_lowercase_p= 8'h70;
parameter character_lowercase_q= 8'h71;
parameter character_lowercase_r= 8'h72;
parameter character_lowercase_s= 8'h73;
parameter character_lowercase_t= 8'h74;
parameter character_lowercase_u= 8'h75;
parameter character_lowercase_v= 8'h76;
parameter character_lowercase_w= 8'h77;
parameter character_lowercase_x= 8'h78;
parameter character_lowercase_y= 8'h79;
parameter character_lowercase_z= 8'h7A;
parameter character_colon = 8'h3A;           
parameter character_stop = 8'h2E;            
parameter character_semi_colon = 8'h3B;    
parameter character_minus = 8'h2D;          
parameter character_divide = 8'h2F;          
parameter character_plus = 8'h2B;           
parameter character_comma = 8'h2C;           
parameter character_less_than = 8'h3C;     
parameter character_greater_than = 8'h3E;  
parameter character_equals = 8'h3D;          
parameter character_question = 8'h3F;       
parameter character_dollar = 8'h24;          
parameter character_space=8'h20;            
parameter character_exclaim=8'h21;           
	always @(*) 
		case(SW[3:1])
			3'b000:	begin 
					clk_count = 32'd47800;	 
					HEX = 16'h523;
					ChA = {character_D,character_lowercase_o};
				end
			3'b001:	begin 
					clk_count = 32'd42590;	 
					HEX = 16'h587;
					ChA = {character_R,character_lowercase_e};
				end
			3'b010:	begin 
					clk_count = 32'd37936;	 
					HEX = 16'h659;
					ChA = {character_M,character_lowercase_i};
				end
			3'b011:	begin 
					clk_count = 32'd35812;	 
					HEX = 16'h698;
					ChA = {character_F,character_lowercase_a};
				end
			3'b100:	begin 
					clk_count = 32'd31928;	 
					HEX = 16'h783;
					ChA = {character_S,character_lowercase_o};
				end
			3'b101:	begin 
					clk_count = 32'd28408;	 
					HEX = 16'h880;
					ChA = {character_L,character_lowercase_a};
				end
			3'b110:	begin 
					clk_count = 32'd25330;	 
					HEX = 16'h987;
					ChA = {character_S,character_lowercase_i};
				end
			3'b111:	begin 
					clk_count = 32'd23900;	 
					HEX = 16'h1046;
					ChA = {character_D,character_lowercase_o,character_plus};
				end
			default: begin 
					clk_count = 32'dx;	
					HEX = 16'hx;
					ChA = {character_question};
				end			
		endcase
	assign ChB = SW[0] ? {character_O,character_lowercase_n}:{character_O,character_lowercase_f,character_lowercase_f};
endmodule

===== run.sh =====
#!/bin/bash
# OpenROAD 26Q1-2900-gdf79404cd8, Yosys 0.63+post, stock flow scripts
make -C /OpenROAD-flow-scripts/flow DESIGN_CONFIG=/design/flow/config.mk WORK_HOME=/design/flow/orfs finish

===== config.mk =====
export PLATFORM = sky130hd
export DESIGN_NAME = tone_SW_sel
export DESIGN_NICKNAME = tone_SW_sel
export VERILOG_FILES = /design/flow/design.v
export SDC_FILE = /design/flow/constraint.sdc
export NUM_CORES = 4
export LEC_CHECK = 1
export CORE_AREA = 10 10 70 70
export DIE_AREA = 0 0 80 80

===== constraint.sdc =====
current_design tone_SW_sel

set clk_period 1.0
set clk_io_pct 0.2

create_clock -name clk0 -period $clk_period

set non_clock_inputs [all_inputs -no_clocks]
set_input_delay [expr $clk_period * $clk_io_pct] -clock clk0 $non_clock_inputs
set_output_delay [expr $clk_period * $clk_io_pct] -clock clk0 [all_outputs]

==> impl_metrics.tcl <==
# place-and-route summary
set metrics [dict create \
    diodes 0 \
    io_pins 100 \
    num-fill-cells 273 \
    finalSetupTns_ns -6.869 \
    worstPathMaxFanout 4 \
    die_area_um2 6400 \
    cpMostUsedCell "buf_6" \
    openroad.warnings 41 \
    p_sw_share_pct 37.73 \
    lay_top_count "conb_1" \
    gp_congestion 0.7346 \
    p_leak_nw 0.9794 \
    grt_pass1_vias 977 \
    crit_path_start "SW[2]" \
    vias 905 \
    crit_type "input pin to output pin" \
    die_y_um 80 \
    flop_area_um2 0 \
    path_cells "buf_8, buf_6, buf_6, nor2b_4, buf_6, buf_6, a21oi_2, buf_2" \
    synth.top_cell.area_share_pct 53.73 \
    top_area_cell "buf_4" \
    drt-pass1-iter-count 4 \
    synth_adder_area_share_pct 11.94 \
    rsz0062_at_grt "true" \
    grt_usage_pct 9.790 \
    avgRoutedWirePerCell_um 14.78 \
    failed_checks "setup timing" \
    max_freq_mhz 767.7 \
    drt_wl_total_um 3681 \
    endpoint_kind "output pin" \
    design.core.area_um2 3416 \
    synth.yosys.warnings 2 \
    internal-power_mw 0.4451 \
    ant_nets 0 \
    p_clk_share_pct 0 \
    holdWs_ns 0.7438 \
    final-setup-viol-count 38 \
    ys_sh_simple_pct 16.42 \
    drv_cap 0 \
    hold_viol 0 \
    fin_area_um2 1837 \
    antenna_found_initial 0 \
    drv_slew 0 \
    ir_drop_uv 92.79 \
    hold_buffers 0 \
    top_cells_by_area "buf_4 (54%), ha_1 (12%), nand2b_1 (4.5%)" \
    synth.avg_cell_area_um2 6.928 \
    seq_cells 0 \
    via_per_inst 3.635 \
    cp_slowest_stage_delay_ns 0.12 \
    cp.depth 8 \
    critPathTopFamily "buffers and inverters" \
    yosysCellCount 121 \
    ys_sh_xor_pct 0 \
    required_ns 0.80 \
    dp_hpwl_um 2413 \
    slowest_stage "buf_6" \
    layout.core_utilization_pct 53.77 \
    netlist_instances 121 \
    synth.mux.area_fraction_pct 0 \
    netlist_area_um2 838.3 \
    grt_max_degree 11 \
    combPwrFrac_pct 100.0 \
    logic_family "buffers and inverters" \
    detailed_place.area_um2 1272 \
    std_cell_rows 21 \
    drive_above_1_share_pct 65.02 \
    fin_crit_sh_pct 130.3 \
    min_path_type "input pin to output pin" \
    die_width_um 80 \
    setup.worst_path.start_class "input pin" \
    ys_types 24 \
    switchingPower_mw 0.2698 \
    layout_min_cycle_time_ns 1.303 \
    drtIter0Drc 21 \
    grt_overflow 0 \
    worst_slack_ns -0.3026 \
    power_frac_seq_pct 0 \
    status "finished with violations" \
    powerDensity_nw_per_um2 389.2 \
    grt_pass1_wl_um 5299 \
    critPathBufInv 6 \
    lay_top_cells "conb_1 (47), buf_6 (37), buf_2 (27)" \
    synthAoiAreaFrac_pct 10.60 \
    critPathArrivalTime_ns 1.10 \
    io_buffers 53 \
    n_clock_buffer 0 \
    cp-endpoint "HEX[8]" \
    ys_area_um2 838.3 \
    area_growth_pct 119.1 \
    ys_seq_share_pct 0 \
    drc 0 \
    fp_util_pct 24.54 \
]
power by group through the flow:
stage / Clock (mW) / Combinational, mW / Sequential [mW]
finish: 0 / 0.715 / 0
global route: 0 / 0.776 / 0
CTS: 0 / 0.663 / 0
cells by family (layout without fill, tap and decap cells):
| kind of cell | Yosys count | in the layout |
|---|---|---|
| AND-OR/OR-AND | 15 | 15 |
| adder cells (fa/ha/maj) | 8 | 8 |
| buffers and inverters | 69 | 106 |
| other | 2 | 47 |
| AND/OR/NAND/NOR | 27 | 27 |
cell type report:
cell class | instances | area (um^2) | share of cell area [%]
multi-input cells | 97 | 745.7 | 40.60
repair buffers | 101 | 979.7 | 53.34
well taps | 46 | 57.56 | 3.134
inverters | 5 | 53.80 | 2.929
synth_stat cells (all sizes together):
cell and instances:
a21o 1, a21oi 6, and2 1, and2b 1, buf 63, clkbuf 1, conb 2, ha 8
inv 5, nand2 10, nand2b 6, nor2 5, nor2b 4, o21a 1, o21ai 4, o21bai 2
o22a 1
how the worst min path moves through the flow:
stage	end	startpoint	slack, ns	cells past startpoint
finish	ChB[18]	SW[0]	0.74	3
CTS	ChB[18]	SW[0]	0.75	3
global route	ChB[18]	SW[0]	0.76	3
repair_timing:
item                       CTS  global route
setup buffers               27             4
setup endpoints to repair   49            40
pin swaps                   21            12
gates resized              230            30
gates cloned                 2             0
stage by stage:
step | power (mW) | instances | setup slack [ns]
floorplan | 0.2755 | 166 | 0.03708
global placement | 0.4948 | 219 | -1.072
detailed placement | 0.4940 | 219 | -1.074
CTS | 0.6631 | 247 | -0.2706
global route | 0.7760 | 249 | -0.3599
finish | 0.7149 | 249 | -0.3026
per-layer routing:
metal  vias up  part of all wire [%]  track usage (%)
li1        434                     -                -
met1       426                    40            11.14
met2        45                    55            19.18
met3         0                   4.8            1.818
met4         0                     0                0
met5         -                     0                0
Power figures rest on the tool's default switching activity, not on a simulated workload.
