==> /design/flow/run.sh <==
#!/bin/bash
# OpenROAD 26Q1-2900-gdf79404cd8, Yosys 0.63+post, stock flow scripts
make -C /OpenROAD-flow-scripts/flow DESIGN_CONFIG=/design/flow/config.mk WORK_HOME=/design/flow/orfs finish
==> /design/flow/config.mk <==
export PLATFORM = sky130hd
export DESIGN_NAME = loop3
export DESIGN_NICKNAME = loop3
export VERILOG_FILES = /design/flow/design.v
export SDC_FILE = /design/flow/constraint.sdc
export NUM_CORES = 4
export LEC_CHECK = 1
export CORE_UTILIZATION = 40
==> /design/flow/constraint.sdc <==
current_design loop3

set clk_period 5.4
set clk_io_pct 0.2

create_clock -name clk0 -period $clk_period [get_ports {clk}]

set non_clock_inputs [all_inputs -no_clocks]
set_input_delay [expr $clk_period * $clk_io_pct] -clock clk0 $non_clock_inputs
set_output_delay [expr $clk_period * $clk_io_pct] -clock clk0 [all_outputs]
==> /design/flow/design.v <==
parameter wait_4_start      = 17'b0_0000_0000_0000_0001;
parameter read_Si           = 17'b0_0000_0000_0000_0010;
parameter READ_si_wait      = 17'b0_0000_0000_0000_0100;
parameter STORE_si          = 17'b0_0000_0000_0000_1000;
parameter UPDATE_j          = 17'b0_0000_0000_0001_0000;
parameter read_Sj           = 17'b0_0000_0000_0010_0000;
parameter READ_sj_wait      = 17'b0_0000_0000_0100_0000;
parameter STORE_sj          = 17'b0_0000_0000_1000_0000;
parameter WRITE_Si2Sj       = 17'b0_0000_0001_0000_0000;
parameter WAIT_4_WRITE      = 17'b0_0000_0010_0000_0000;
parameter WRITE_Sj2Si       = 17'b0_0000_0100_0000_0000;
parameter updata_f          = 17'b0_0000_1000_0000_0000;
parameter wait_4_f          = 17'b0_0000_1100_0000_0000;
parameter store_f           = 17'b0_0000_1110_0000_0000;
parameter read_rom          = 17'b0_0001_0000_0000_0000;
parameter wait_4_rom        = 17'b0_0010_0000_0000_0000;
parameter write_2_result    = 17'b0_0100_0000_0000_0000;
parameter wait_for_result   = 17'b0_1000_0000_0000_0000;
parameter increament_k      = 17'b0_1100_0000_0000_0000;
parameter finish_loop3      = 17'b1_0000_0000_0000_0000;
module loop3#(
    parameter message_length = 32)(
    input clk, start, next_byte, rst,
    input [7:0] encryted_data, data_from_mem,
    output reg [7:0] address, data,
    output reg finish, write_en, rom_flag, s_flag, k_flag
);
    logic [7:0] i, j, k;
    logic [7:0] DATA_IN_Si, DATA_IN_Sj, DATA_f;
    logic [16:0] state;
    always_ff @( posedge clk ) begin
        case(state)
        wait_4_start:   state <= start ? read_Si : wait_4_start;
        read_Si:        state <= READ_si_wait;
        READ_si_wait:   state <= STORE_si;
        STORE_si:       state <= UPDATE_j;  
        UPDATE_j:       state <= read_Sj;
        read_Sj:        state <= READ_sj_wait;  
        READ_sj_wait:   state <= STORE_sj;  
        STORE_sj:       state <= WRITE_Si2Sj;
        WRITE_Si2Sj:    state <= WAIT_4_WRITE;  
        WAIT_4_WRITE:   state <= WRITE_Sj2Si;
        WRITE_Sj2Si:    state <= updata_f;          
        updata_f:       state <= wait_4_f;
        wait_4_f:       state <= store_f;
        store_f:        state <= read_rom;           
        read_rom:       state <= wait_4_rom;
        wait_4_rom:     state <= write_2_result;
        write_2_result: state <= wait_for_result;    
        wait_for_result:state <= rst ? wait_4_start : (next_byte ? ((k == (message_length - 1)) ? finish_loop3 : increament_k) : wait_for_result);
        increament_k:   state <= read_Si;
        finish_loop3:   state <= start ? wait_4_start : finish_loop3;
        default: state <= wait_4_start;
        endcase
    end
    always_ff @( posedge clk ) begin
        case(state)
        wait_4_start:   begin
                i <= 8'b0;
                j <= 8'b0;
                k <= 8'b0;
                write_en <= 1'b0;
            end
        read_Si:        begin                        
                k_flag <= 1'b0;
                s_flag <= 1'b1;
                rom_flag <= 1'b0;
                i <= i + 1'b1;
                address <= i + 1'b1;   
            end
		  READ_si_wait: begin end
        STORE_si:       DATA_IN_Si <= data_from_mem;
        UPDATE_j:       j <= j + DATA_IN_Si;
        read_Sj:        address <= j;
		  READ_sj_wait: begin end
        STORE_sj:       DATA_IN_Sj <= data_from_mem;
        WRITE_Si2Sj:    begin
                address <= j;
                data <= DATA_IN_Si;
                write_en <= 1'b1;
            end
        WAIT_4_WRITE:   write_en <= 1'b0;
        WRITE_Sj2Si:    begin
                address <= i;
                data <= DATA_IN_Sj;
                write_en <= 1'b1;
            end
        updata_f:       begin
                address <= DATA_IN_Si + DATA_IN_Sj;
                write_en <= 1'b0;
            end
		  wait_4_f: begin end
        store_f:        DATA_f <= data_from_mem;
        read_rom:       begin                        
                k_flag <= 1'b0;
                s_flag <= 1'b0;
                rom_flag <= 1'b1;
                address <= k;
            end
		  wait_4_rom: begin end
        write_2_result: begin                        
                k_flag <= 1'b1;
                s_flag <= 1'b0;
                rom_flag <= 1'b0;
                write_en <= 1'b1;
                address <= k;
                data <= DATA_f ^ encryted_data;
            end
        wait_for_result: begin
                write_en <= 1'b0;
                k_flag <= 1'b0;          
            end
        increament_k: k <= k + 1'b1;
        finish_loop3: begin end
        default:    begin
                i <= 8'b0;
                j <= 8'b0;
                k <= 8'b0;
                write_en <= 1'b0;
            end
        endcase
    end
    assign finish = state[16];
endmodule
==> run notes <==
run metrics: die footprint 11600 µm², first-pass detailed-route iteration total 5, flops & latches, synth between 80 and 90, IR drop worst, VDD 0.000192 V, Final setup viols 0, CP peak stage delay 0.68 ns, fin crit period 3.15 ns, area grow syn2layout 16.7%, CORE AREA 10900 µm², Critical Path End address[2], Slew headroom 0.534, area reported by Yosys stat 4470 µm², Worst Path Buf+Inv 0, die height 108 µm, antenna cells 0, top cell type's share of synthesized area 0.457, Final Skew between 0.01 and 0.015 ns, Yosys Instances around 400, launch point of the critical path state[15], top cells, area edfxtp_1, dfxtp_1, xnor2_1, Mean Syn Cell Area 11.2 µm², post-route setup TNS 0 ns, Worst Path Arrival 3.18 ns, FP Core Util 0.411, post-route ant nets 0, routability cong. roughly 0.92, Mapped Area 4470 µm², worst-path cell chain or4_4, nor4_4, and3_1, or4_1, nand2b_1, Ys Warns 2, post-layout period usage of the worst path 0.584, power per cell area ~360 nW/µm², asr flop ratio synth 0, RR Endpoint address[2], maxcap violations 0, number of CTS-inserted buffers 9, Post-synth seq share 0.533, Pleak 1.93 nW, RSZ-0062 raised after global routing false, I/O pin cnt 41, layout cells sized above 1 0.0695, flip-flops with a built-in enable between 60 and 70, cell family with most CP delay simple AND/OR/NAND/NOR gates, vias ~3200, # clock sinks 85, Port Buf Inserts 40, GRT Total Usage 0.186, Hold-fix buffers, CTS 0, Late-Pin Clk Latency 0.36 ns, initial antenna violation count 0, flop2flop setup slack ~2.2 ns, placed cells 570, GRT overflow 0, element type at the critical path end flip-flop, cell taking the most area after synthesis edfxtp_1, Fmax 0.317 GHz, Die W 108 µm, Finished Layout Cells 586, CP Launch Type flip-flop, first-pass GRT wire length ~15000 µm, CP max FO 21, vias in the first global route 3026, max-slew violation count 0, tool warnings 25, Most used DFF post-synth edfxtp_1, Post-CTS Setup Repair Bufs 0, status finished clean, Worst-path clk slew 0.09 ns, wire per inst roughly 16 µm, drt via density 5.39, post-synthesis cell type count 56, Routed WL roughly 9500 µm, H-tree depth 3, FF-to-FF path depth 5, hpwl dp 7180 µm, CP max-delay cell and3_1, initial DRC count approximately 220, Crit Path Category flip-flop to flip-flop, DR DRC count 0, Rows 38, endpoints failing hold 0, largest net degree at the start of global routing 22, CP Depth 5, Worst Hold Class flip-flop to flip-flop, CTS root buf clkbuf_8, worst-margin pin slew 0.689 ns, CTS tree built, r2r startpoint state[15], Syn Inst Count 401, clk buf depth 2, CP Data Required Time 5.43 ns, cts repair resizes 0
==> where the power goes <==
group,switching [mW],internal [mW]
clock network,0.248,0.267
registers,0.108,0.826
logic,0.222,0.189
total,0.579,1.28
==> cell usage after synthesis, drive strengths merged, types with 2 or more instances <==
master,n
and4,2
nor4,8
nand4,3
nor3,17
nor2,55
a222oi,5
xnor2,24
a31oi,2
edfxtp,68
nand2,22
o21ai,10
nor3b,5
a21o,4
dfxtp,17
a21boi,2
a221oi,3
nor2b,9
fa,2
ha,16
and3,7
a21oi,7
o22ai,2
nand2b,9
a211oi,2
inv,12
nor4b,4
and2,8
buf,12
nand3,15
a221o,9
clkbuf,3
xor2,13
or4,6
or3,6
==> cell families after synthesis <==
logic type / after synthesis / synth area share
AND/OR/NAND/NOR: 178 / 0.212
flip-flops: 85 / 0.533
AND-OR/OR-AND: 56 / 0.0971
XOR/XNOR: 37 / 0.0724
buffers and inverters: 27 / 0.0319
adder cells (fa/ha/maj): 18 / 0.0537
==> cell type report <==
type / count / area [µm²]
repair buffers: 44 / 430
clock buffers: 9 / 124
well taps: 140 / 175
flip-flops and latches: 85 / 2380
inverters: 12 / 45.0
clock inverters: 7 / 109
fillers: 977 / 5670
multi-input cells: 289 / 1950
==> sequential cells by signal, summed over array words and instances (netlist names) <==
| name | cells |
|---|---|
| i | 8 |
| s_flag | 1 |
| address | 8 |
| data | 8 |
| k | 8 |
| DATA_f | 8 |
| DATA_IN_Sj | 8 |
| j | 8 |
| state | 17 |
| DATA_IN_Si | 8 |
| rom_flag | 1 |
| k_flag | 1 |
| write_en | 1 |
==> routing by layer <==
layer	routed length, µm	vias up	global-route usage	part of all wire
met4	249	0	0.0489	0.026
met1	4420	1459	0.307	0.47
met5	0	-	0	0
li1	-	1571	-	-
met2	4190	107	0.261	0.44
met3	625	21	0.0451	0.066
==> metrics by stage <==
stage	util	power (mW)	worst slack [ns]	cell area, µm²	hold WS [ns]
after floorplan	-	1.19	2.32	4470	0.465
after global placement	0.458	1.36	2.36	4990	0.499
after detailed placement	0.458	1.36	2.27	4990	0.499
after CTS	0.479	1.87	2.25	5220	0.522
after global routing	0.479	1.96	2.01	5220	0.562
final	0.479	1.86	2.25	5220	0.522
==> worst reg2reg max path, delay by kind of cell (launching register included) <==
kind	cells	cell delay, ns
and+or+nand+nor	5	2.43
DFF	1	0.39
==> how the worst min path moves through the flow <==
stage     startpoint        to  slack, ns  cells past startpoint
4_1_cts     state[2]  state[3]       0.52                      2
5_1_grt     state[6]  state[7]       0.56                      2
6_report    state[6]  state[7]       0.52                      2
==> placed cells by master, fill, tap and decap left out, types with 3 or more instances in the layout <==
cell             instances
nor4b_1                  3
nor4_1                   6
nor3b_1                  5
nor2_1                  55
a21oi_1                  7
a221o_1                  9
or4_1                    4
nand2_1                 22
buf_4                    4
inv_1                   12
nand3_1                 15
clkdlybuf4s50_1         40
o21ai_1                  3
nor3_1                  16
dfxtp_1                 17
clkbuf_8                 9
nand4_1                  3
ha_1                    16
nand2b_1                 9
a21o_1                   4
xor2_1                  13
xnor2_1                 24
a222oi_1                 5
edfxtp_1                68
and2_1                   8
nor2b_1                  9
or3_1                    5
o21ai_0                  7
and3_1                   7
No activity file was given, so power comes from the tool's default toggle rates.
